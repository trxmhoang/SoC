==> run.sh <==
#!/bin/bash
# OpenROAD 26Q1-2900-gdf79404cd8, Yosys 0.63+post, stock flow scripts
make -C /OpenROAD-flow-scripts/flow DESIGN_CONFIG=/design/flow/config.mk WORK_HOME=/design/flow/orfs finish
==> config.mk <==
export PLATFORM = sky130hd
export DESIGN_NAME = ex3
export DESIGN_NICKNAME = ex3
export VERILOG_FILES = /design/flow/design.v
export SDC_FILE = /design/flow/constraint.sdc
export NUM_CORES = 4
export LEC_CHECK = 1
export CORE_UTILIZATION = 30
==> constraint.sdc <==
current_design ex3

set clk_period 4.0
set clk_io_pct 0.2

create_clock -name clk0 -period $clk_period [get_ports {clk}]

set non_clock_inputs [all_inputs -no_clocks]
set_input_delay [expr $clk_period * $clk_io_pct] -clock clk0 $non_clock_inputs
set_output_delay [expr $clk_period * $clk_io_pct] -clock clk0 [all_outputs]
==> design.v <==
module ex3 (
    input wire clk,
    input wire rst_n,
    input wire [3:0] btn,
    output reg [3:0] led
);
    parameter CLK_FREQ = 27'd125_000_000;
parameter PATTERN = 4'b0011;
parameter MODE0 = 2'd0;
parameter MODE1 = 2'd1;
parameter MODE2 = 2'd2;
parameter MODE3 = 2'd3;
reg [1:0] mode;
reg [26:0] clk_cnt;
wire tick_1s;
assign tick_1s = (clk_cnt == CLK_FREQ - 1);
always @(posedge clk or negedge rst_n) begin
    if (!rst_n)
        clk_cnt <= 27'd0;
    else if (tick_1s)
        clk_cnt <= 27'd0;
    else
        clk_cnt <= clk_cnt + 1;
end
always @(posedge clk or negedge rst_n) begin
    if (!rst_n)
        mode <= MODE0;
    else if (btn[0])
        mode <= MODE0;
    else if (btn[1])
        mode <= MODE1;
    else if (btn[2])
        mode <= MODE2;
    else if (btn[3])
        mode <= MODE3;
    else
        mode <= mode;
end
always @(posedge clk or negedge rst_n) begin
    if (!rst_n) 
        led <= PATTERN;
    else if (tick_1s) begin
        case (mode)
            MODE1: led <= {led[2:0], led[3]};  
            MODE2: led <= {led[0], led[3:1]};  
            MODE3: led <= led;                 
            default: led <= PATTERN;           
        endcase
    end else if (btn[0]) 
        led <= PATTERN;
    else 
        led <= led;
end
endmodule
==> highlights.md <==
### Global routing
- **overall routing resource usage** 0.111
- **grt total ovfl** 0
- **pin count of the biggest net entering global routing** 35
- **first-pass GRT wire length** 4750 µm
- **vias in the first global route** 1,019
- **antenna violations before repair** 0

### Yosys
- **mean post-synth cell area** 10.5 µm²
- **flops & latches, synth** 34
- **Yosys warnings** 1
- **area share of the largest cell type after synthesis** 0.490
- **most common flop cell mapped by yosys** dfrtp_1
- **asr flop ratio synth** 1.00
- **most area-consuming cells after synthesis** dfrtp_1 (49%), xor2_1 (7.0%), nor2_1 (6.0%), xnor2_1 (4.8%), dfstp_2 (3.2%)
- **top cells by count** dfrtp_1 (32), nor2_1 (26), xor2_1 (13)
- **Synth top cell by count** dfrtp_1
- **chip area estimate from yosys synthesis** 0.00164 mm²
- **post-synthesis cell count from yosys** 156
- **Cell Area, Synth** 0.00164 mm²
- **count of library flops with an enable pin** 0
- **cell count after synthesis** 156
- **share of the yosys chip area belonging to registers** 0.522
- **library cell occupying the most area in the post-synthesis netlist** dfrtp_1
- **number of distinct library cells after synthesis** 33

### Drt
- **wirelength, routed** 2890 µm
- **final routed wire length divided by cell count** 11.9 µm
- **count of antenna diodes in the layout** 0
- **drc violations** 0
- **post-DR vias/cell** 4.70
- **remaining antenna violation count** 0
- **via count of the routed design** 1,138
- **DRT Pass-1 Iters** 4
- **drt first-iter violations** 42

### Place
- **RD Place Congestion** 0.842
- **Port Buf Inserts** 9
- **Placed Instance Area** 0.00181 mm²
- **Placed Instances** 234
- **pre-CTS WS** 1.57 ns
- **HPWL after DPL** 1970 µm

### Clock network
- **maximum buffer depth of the clock tree** 2
- **H-tree level count** 2
- **Worst-Skew Late Latency** 0.28 ns
- **CTS tree** built
- **CTS Hold Bufs** 0
- **total number of clock tree sinks** 34
- **buffer type at the clock tree root** clkbuf_8
- **number of setup buffers added after CTS** 0
- **clock slew at reported path FFs** 0.07 ns
- **Resized Gates After CTS** 0
- **Inserted Clock Buffers** 5

### Floorplanning
- **Die Wd** 75.8 µm
- **row count** 26
- **die outline height** 75.8 µm
- **Starting Density** 0.316
- **Core Region** 0.00517 mm²
- **total die area** 0.00575 mm²
- **count of boundary I/O pins** 10

### Cells and area
- **Seq. cell area** 853 µm²
- **area grow syn2layout** 16.4%
- **final design area excluding fillers** 0.00190 mm²
- **Logic cell area** 754 µm²
- **# fillers** 485
- **post-layout instance count excluding filler cells** 242
- **proportion of layout cells with a drive suffix above 1** 0.0988

### Final timing
- **cycle use final** 0.607
- **number of max-slew violations in the final report** 0
- **Setup Total Neg Slack** 0 ns
- **Hold WS** 0.488 ns
- **relative slew slack** 0.444
- **pin slew with the least headroom to its limit** 0.828 ns
- **crit path setup slack, layout** 1.57 ns
- **unrepaired setup endpoints after global routing** no
- **Setup Skew** 0.00732 ns
- **highest attainable clock frequency** 0.412 GHz
- **final number of setup-violating endpoints** 0
- **hold violation count in the final report** 0
- **post-layout min period** 2.43 ns

### Job
- **number of violations of the max-capacitance limit** 0
- **number of OpenROAD warnings** 25

### Critical path
- **required time at the endpoint of the critical path** 4.16 ns
- **type of the worst setup path** register to register
- **CP Launch Type** register
- **arrival time at the worst endpoint** 2.59 ns
- **CP Capture Type** register
- **CP Max Fanout** 18

### Status
- **run status** finished, final reports clean

### Worst hold path
- **class of the tightest hold or removal check** register to register

### Power and ir drop
- **leakage power of the design** 0.835 nW
- **worst voltage drop across the vdd grid** 0.104 mV
- **total power density per cell area** 330 mW/mm²

## cell type report
| type | instances | share of cell area |
|---|---|---|
| Tap cell | 70 | 0.0460 |
| Multi-Input combinational cell | 116 | 0.396 |
| Inverter | 3 | 0.00592 |
| Timing Repair Buffer | 11 | 0.0552 |
| Clock buffer | 7 | 0.0454 |
| Clock inverter | 1 | 0.00263 |
| Sequential cell | 34 | 0.448 |
## routing by layer
metal | GRT usage | vias up | part of all wire
li1 | - | 581 | -
met1 | 0.174 | 533 | 0.51
met2 | 0.158 | 19 | 0.43
met3 | 0.0349 | 5 | 0.042
met4 | 0.0144 | 0 | 0.015
met5 | 0 | - | 0
## cell usage in the layout (no fill, tap or decap), drive strengths merged, types with 2 or more instances in the layout
master,instances
clkdlybuf4s50,9
a32o,2
nor3,8
dfstp,2
nor4,3
inv,3
buf,2
xor2,13
nand2,12
nand3b,2
a21oi,2
o21ai,2
mux2i,2
nand3,11
nor2,26
nand4,8
dfrtp,32
clkbuf,7
a22o,4
xnor2,9
a2bb2oi,2
## worst max-delay path: stages (launching register included)
cell      delay [ns]
dfrtp_1         0.38
ha_1            0.21
nand3_2         0.13
or4_4           0.55
nor4_4          0.49
buf_4           0.32
nand3b_1        0.13
o21ai_0         0.08
## kinds of logic (layout without fill, tap and decap cells)
| kind of cell | after synthesis | in the layout | synth area share |
|---|---|---|---|
| AND/OR/NAND/NOR | 77 | 77 | 0.245 |
| flip-flops | 34 | 34 | 0.522 |
| XOR/XNOR | 22 | 22 | 0.118 |
| AND-OR/OR-AND | 13 | 13 | 0.0696 |
| buffers and inverters | 6 | 22 | 0.0168 |
| multiplexers | 3 | 3 | 0.0214 |
| adder cells (fa/ha/maj) | 1 | 1 | 0.00765 |
## power by group
group | switching [mW] | total, mW | leakage (nW) | internal [mW]
clock network | 0.121 | 0.259 | 0.0482 | 0.139
logic | 0.0119 | 0.0213 | 0.330 | 0.00944
registers | 0.00183 | 0.347 | 0.457 | 0.345
total | 0.134 | 0.628 | 0.835 | 0.493
## per-stage QoR
| stage | util | total power, mW |
|---|---|---|
| finish | 0.368 | 0.628 |
| global route | 0.368 | 0.650 |
| CTS | 0.368 | 0.635 |
| detailed placement | 0.350 | 0.375 |
| global placement | 0.350 | 0.376 |
| floorplan | - | 0.361 |
## state kept, by name, summed over array words and instances (netlist names)
name	count
led	4
mode	3
clk_cnt	27
## final timing paths
path | to | from | cells after the start | slack (ns)
setup / recovery | clk_cnt[21] | clk_cnt[0] | 7 | 1.57
hold / removal | clk_cnt[0] | clk_cnt[0] | 1 | 0.49
setup reg to reg | clk_cnt[21] | clk_cnt[0] | 7 | 1.57
hold reg to reg | clk_cnt[0] | clk_cnt[0] | 1 | 0.49
max in group asynchronous | led[1] | rst_n | 2 | 2.75
min in group asynchronous | clk_cnt[6] | rst_n | 2 | 0.92
Power is estimated from default activity; no workload was simulated.
