<file path="config.mk">
export PLATFORM = sky130hd
export DESIGN_NAME = divider_unsigned
export DESIGN_NICKNAME = divider_unsigned
export VERILOG_FILES = /design/flow/design.v
export SDC_FILE = /design/flow/constraint.sdc
export NUM_CORES = 4
export LEC_CHECK = 1
export CORE_UTILIZATION = 50
</file>
<file path="constraint.sdc">
current_design divider_unsigned

set clk_period 350.6
set clk_io_pct 0.2

create_clock -name clk0 -period $clk_period

set non_clock_inputs [all_inputs -no_clocks]
set_input_delay [expr $clk_period * $clk_io_pct] -clock clk0 $non_clock_inputs
set_output_delay [expr $clk_period * $clk_io_pct] -clock clk0 [all_outputs]
</file>
<file path="design.v">
module divider_unsigned (
    input wire [31:0] dividend,
    input wire [31:0] divisor,
    output wire [31:0] quotient,
    output wire [31:0] remainder
);
wire [31:0] dividend_arr [0:32];
wire [31:0] quotient_arr [0:32];
wire [31:0] remainder_arr [0:32];
assign dividend_arr[0] = dividend;
assign quotient_arr[0] = 32'b0;
assign remainder_arr[0] = 32'b0;
genvar i;
generate
    for (i = 0; i < 32; i = i + 1) begin : loop
        divu_1iter div_iter (
            .dividend_in   (dividend_arr[i]),
            .quotient_in   (quotient_arr[i]),
            .remainder_in  (remainder_arr[i]),
            .divisor       (divisor),
            .dividend_out  (dividend_arr[i+1]),
            .quotient_out  (quotient_arr[i+1]),
            .remainder_out (remainder_arr[i+1])
        );
    end
endgenerate
assign quotient = quotient_arr[32];
assign remainder = remainder_arr[32];
endmodule
module divu_1iter (
    input wire [31:0] dividend_in,
    input wire [31:0] quotient_in,
    input wire [31:0] remainder_in,
    input wire [31:0] divisor,
    output wire [31:0] dividend_out,
    output wire [31:0] quotient_out,
    output wire [31:0] remainder_out
);
wire [31:0] new_remainder, subtract;
wire can_subtract;
assign new_remainder = {remainder_in[30:0], dividend_in[31]};
assign subtract = new_remainder - divisor;
assign can_subtract = new_remainder >= divisor;
assign remainder_out = can_subtract ? subtract : new_remainder;
assign quotient_out = {quotient_in[30:0], can_subtract};
assign dividend_out = dividend_in << 1;
endmodule
</file>
<file path="run.sh">
#!/bin/bash
# OpenROAD 26Q1-2900-gdf79404cd8, Yosys 0.63+post, stock flow scripts
make -C /OpenROAD-flow-scripts/flow DESIGN_CONFIG=/design/flow/config.mk WORK_HOME=/design/flow/orfs finish
</file>
==> changes_impl.md <==
### Physical design

* Crit end category: primary output
* Resize count post-CTS at 0
* P_sw at 80.4 µW
* Registers at 0
* CP max FO at 44
* Top cells by count: ha_1 (994), nand2_1 (893), a21oi_1 (886)
* Unique cell types at 117
* Largest net degree at the start of global routing at 50
* Remaining DRCs at 0
* Vias in the first global route at 66449
* Placer Congestion at 1.12
* CP startpoint kind: input port
* Synthesized area per cell at 6.72 µm²
* Max Cap Viol at 0
* Tool warning count at 32
* Post-CTS Setup Bufs at 0
* Hold Path Class: input port to primary output
* First DRT Iteration DRCs at 8218
* Die width at 354 µm
* Outcome: complete, no violations
* Final clock period utilization by the worst path at 0.717
* Core ar. at 122000 µm²
* RSZ-0062 raised after global routing: no
* Synth top area cells: ha_1 (20%), a21oi_1 (7.2%), xnor2_1 (6.9%), a21o_1 (5.7%), nand2_1 (5.4%)
* Io pins at 128
* WL/cell at 27.3 µm
* Chip area at 125000 µm²
* Clock buffer count at 0
* Vias/cell at 6.79
* Overall routing resource usage at 0.462
* Number of cells after detailed placement at 10880
* Layout Cells excl Fill at 10889
* Die Y at 354 µm
* Int Pwr at 62.3 µW
* Fill cells at 12180
* Yosys warnings at 1
* Layout area overhead at 5.88%
* Gr ovfl total at 0
* WHS Endpoint: remainder[0]
* HPWL Detailed at 240000 µm
* Final hold vios at 0
* Global-route wire length before repair at 431000 µm
* Sequential-to-total area share from yosys stat at 0
* Data required time at the worst endpoint at 280480 ps
* Worst EP arrival at 181360 ps
* Site Rows at 128
* Initial antenna violation count at 7
* Slowest cell on crit path: o41ai_1
* Top-area cell share at 0.201
* FF+latch area at 0 µm²
* Synth area leader: ha_1
* Synth top cell by count: ha_1
* Total negative slack at 0 ps
* ANT nets after route at 0
* Worst Setup Path Type: input port to primary output
* Floorplan core density at 0.506
* YS chip area at 61900 µm²
* Max-slew violations at 0
* Post-Syn Area at 61900 µm²
* Leak pwr at 0.0319 µW
* Final setup fails at 0
* Worst slew pin tran at 1340 ps
* First-pass detailed-route iteration total at 6
* Relative slew margins at 0.102
* Crit path time final at 251480 ps
* Cell count after synthesis at 9211
* WHS at 141230 ps
* Layout cells sized above 1 at 0.0606
* CTS Hold Bufs at 0
* CP max stage delay at 1150 ps
* HP Start: dividend[0]
* Fmax achieved at 3.98 MHz
* Hold-critical path depth at 4
* Pwr dens at 2.18 nW/µm²
* Cell count in the Yosys report at 9211
* Peak VDD IR at 7.18 µV
* Overall routed net length at 297000 µm
* Switching Fraction at 0.563
* Via count at 73974
* Port bufs at 128
-- worst max-delay path by stage --
stage | slack [ps] | cells past startpoint | start | end
global route | 94480 | 388 | divisor[10] | remainder[20]
CTS | 103430 | 387 | dividend[31] | remainder[20]
finish | 99120 | 380 | divisor[9] | remainder[28]
-- worst max-delay path: cells and delay by family --
kind / cells / cell delay [ps]
compound gates: 179 / 51840
mux: 5 / 2950
simple gates: 97 / 24800
buf+inv: 66 / 19490
xor+xnor: 2 / 260
fa+ha+maj: 31 / 11360
-- metal layers --
layer | track usage | vias up | part of all wire
li1 | - | 34513 | -
met1 | 0.607 | 34122 | 0.40
met2 | 0.670 | 4391 | 0.40
met3 | 0.155 | 940 | 0.13
met4 | 0.235 | 8 | 0.066
met5 | 0 | - | 0.00019
-- placed cells by master, fill, tap and decap left out, types with 103 or more instances in the layout --
cell type	Yosys	layout
ha_1	994	994
nand2_1	893	893
a21oi_1	886	885
nor2_1	849	846
o21ai_0	653	653
xnor2_1	487	487
a21o_1	471	471
inv_1	468	437
xor2_1	242	242
nand3_1	227	227
o21a_1	218	218
nor3_1	192	192
buf_4	33	187
nand4_1	151	151
nand2b_1	148	148
a31oi_1	133	132
clkdlybuf4s50_1	0	126
mux2_2	121	121
nor2b_1	120	120
o21bai_1	113	113
a211oi_1	103	103
-- cell families after synthesis --
group                    Yosys count  share of synthesized area
adder cells (fa/ha/maj)         1025                      0.211
multiplexers                     193                     0.0336
AND-OR/OR-AND                   3424                      0.366
buffers and inverters            763                     0.0491
XOR/XNOR                         729                      0.103
AND/OR/NAND/NOR                 3077                      0.237
-- final cells by class --
cell class                 instances  area (µm²)  share of cell area
multi-input combinational       8448       58900               0.899
timing repair buffer             316        2710              0.0413
tap                             1625        2030              0.0310
inverter                         491        1840              0.0281
antenna                            9        22.5            0.000344
-- per-stage QoR --
stage	util	area, µm²	setup slack (ps)	power, µW
floorplan	-	61900	123210	95.6
global placement	0.536	65500	104860	139
detailed placement	0.536	65500	103880	139
CTS	0.536	65500	103430	140
global route	0.536	65500	94480	155
finish	0.536	65500	99120	143
No activity file was given, so power comes from the tool's default toggle rates.
