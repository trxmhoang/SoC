`run.sh`:
```
#!/bin/bash
# OpenROAD 26Q1-2900-gdf79404cd8, Yosys 0.63+post, stock flow scripts
make -C /OpenROAD-flow-scripts/flow DESIGN_CONFIG=/design/flow/config.mk WORK_HOME=/design/flow/orfs finish
```
`config.mk`:
```
export PLATFORM = sky130hd
export DESIGN_NAME = ex2
export DESIGN_NICKNAME = ex2
export VERILOG_FILES = /design/flow/design.v
export SDC_FILE = /design/flow/constraint.sdc
export NUM_CORES = 4
export LEC_CHECK = 1
export CORE_AREA = 10 10 108 108
export DIE_AREA = 0 0 118 118
```
`constraint.sdc`:
```
current_design ex2

set clk_period 4.7
set clk_io_pct 0.2

create_clock -name clk0 -period $clk_period [get_ports {clk}]

set non_clock_inputs [all_inputs -no_clocks]
set_input_delay [expr $clk_period * $clk_io_pct] -clock clk0 $non_clock_inputs
set_output_delay [expr $clk_period * $clk_io_pct] -clock clk0 [all_outputs]
```
`design.v`:
```
module ex2 (
    input wire clk,
    input wire rst_n,
    input wire sw,
    output reg [2:0] led,
    output reg [15:0] bcd
);
    parameter CLK_FREQ = 27'd125_000_000;
parameter SHIFT_FREQ = 2;
parameter DIV_COUNT = CLK_FREQ / SHIFT_FREQ;
parameter RED = 3'b100;
parameter GREEN = 3'b010;
parameter BCD_2 = 4'd2;
parameter BCD_5 = 4'd5;
parameter BCD_BLANK = 4'hF;
parameter ALL_BLANK = 16'hFFFF;
parameter S0 = {BCD_2, BCD_5, BCD_BLANK, BCD_BLANK};  
parameter S1 = {BCD_BLANK, BCD_2, BCD_5, BCD_BLANK};  
parameter S2 = {BCD_BLANK, BCD_BLANK, BCD_2, BCD_5};  
parameter S3 = {BCD_5, BCD_BLANK, BCD_BLANK, BCD_2};  
reg [26:0] clk_cnt;
wire tick;
reg [1:0] state;
reg direction;  
assign tick = (clk_cnt == DIV_COUNT - 1);
always @(posedge clk or negedge rst_n) begin
    if(!rst_n)
        clk_cnt <= 27'd0;
    else if (tick)
        clk_cnt <= 27'd0;
    else 
        clk_cnt <= clk_cnt + 1;
end
always @(posedge clk or negedge rst_n) begin
    if (!rst_n) begin
        state <= 0;
        direction <= 0;
    end else if (tick) begin
        if (sw == 0) begin
            if (state == 2'd3)
                state <= 2'd0;
            else 
                state <= state + 1;
        end else begin 
            if (direction == 0) begin
                if (state == 2'd2) begin
                    direction <= 1;
                    state <= 2'd1;
                end else if (state == 2'd3) begin
                    direction <= 1;
                    state <= 2'd2;
                end else
                    state <= state + 1;
            end else begin
                if (state == 2'd0) begin
                    direction <= 0;
                    state <= 2'd1;
                end else 
                    state <= state - 1;
            end
        end
    end else begin
        state <= state;
        direction <= direction;
    end
end
always @(*) begin
    case (state)
        2'd0: bcd = S0;
        2'd1: bcd = S1;
        2'd2: bcd = S2;
        2'd3: bcd = S3;
        default: bcd = ALL_BLANK;
    endcase
    if (sw == 0)
        led = RED;
    else 
        led = GREEN;
end
endmodule
```
==> reports/results.tsv <==
metric	value	unit
status	complete, no violations	
h-tree-depth	2	
dr.first_iter.drc_count	59	
async_flop_share	1.000	
gr-total-overflow	0	
diodes	0	
ff_type	dfrtp_1	
clockBufferDepth	2	
worstSetupStartpointType	primary input	
portBuffers	20	
hold_viol	0	
grt_pass1_vias	1364	
ys_ff	30	
clock_sink_count	30	
tns	0	ns
clockRootBuffer	clkbuf_8	
cts_setup_buffers	0	
layout-drive-gt1-share	0.1000	
fin_worst_skew	0.008484	ns
cts_tree	built	
hold_buffers	0	
seq_area	750.7	sq um
cts_buffers	5	
grt_max_degree	31	
synthesis.area	0.001768	sq mm
avgViaCountPerCell	4.103	
fillers	1001	
final.period_utilization	0.6316	
clkLatencyLatePin	0.28	ns
fp_util	0.1904	
reg2reg_slack	2.59	ns
synth_cells	184	
swShare	0.1738	
cp_max_fo	6	
hp-class	flop to flop	
drc	0	
drv_cap	0	
most-common-layout-cells	dfrtp_1, clkdlybuf4s50_1, nand3_1	
routed_wirelength	3557	microns
r2r_start	clk_cnt[0]$_DFF_PN0_	
drv_slew	0	
design_area	0.002195	sq mm
leakagePower	0.9008	nW
cts_resized	0	
holdPathStages	1	
relSlewSlack	0.4025	
final-setup-viol-count	0	
p_sw	0.1027	mW
synth.distinct_cells	41	
die_area	0.01392	sq mm
yosys_warnings	1	
ant_nets	0	
clkTransAtPathRegs	0.06	ns
die_h	118	microns
p_per_area	269.2	mW/mm^2
startpoint	sw	
rsz0062_at_grt	no	
fin_crit	2.968	ns
ir_worst_vdd	0.2394	mV
yosysChipArea	0.001768	sq mm
track_usage	0.05325	
yosys_cells	184	
p_seq_frac	0.437	
clkPwrFrac	0.546	
warnings	32	
detailed_place_hpwl	2650	microns
critPathKind	primary input to primary output	
crit_arrival	2.03	ns
yosys.stat.seqShare	0.4246	
num_vias	1350	
core_area	0.009284	sq mm
dpl_cell_area	0.002052	sq mm
antenna_found_initial	0	
die_w	118	microns
gp_congestion	0.8032	
cp.required	3.76	ns
grt_pass1_wl	6513	microns
syn2layout_area_growth	24.13	%
r2r_cells	5	
max_freq	336.9	MHz
post_drt_wl_per_cell	10.81	microns
worstMarginPinSlew	0.8880	ns
p_int	0.4881	mW
lay_top_count	dfrtp_1	
rows	35	
crit_path_end_kind	primary output	
synth-edff-count	0	
first_pass_iters	4	
pin_count	22	
hold_slack	0.4668	ns
comb_power_share	0.017	
hold_start	clk_cnt[21]$_DFF_PN0_	
post_synth.cell_area_avg	9.608	sq um
final-comb-area	883.3	sq um
fin_util	0.2364	
-- power by group through the flow --
| stage | sequential (mW) | combinational, mW | clock (mW) |
|---|---|---|---|
| 4_1_cts | 0.258 | 0.0108 | 0.329 |
| 5_1_grt | 0.258 | 0.0118 | 0.343 |
| 6_report | 0.258 | 0.0101 | 0.322 |
-- flip-flops by register name, summed over array words and instances (netlist names) --
register and cells:
state 2, direction 1, clk_cnt 27
-- kinds of logic (layout without fill, tap and decap cells) --
logic type,after synthesis,count (layout),share of synthesized area
AOI/OAI and AO/OA,22,22,0.07148
xor gates and xnor gates,15,15,0.07431
adders and majority gates,9,9,0.06370
buffers and inverters,25,41,0.07573
DFF,30,30,0.4246
muxes,5,5,0.02902
other,1,1,0.002121
and+or+nand+nor,77,77,0.2590
-- metal layers --
metal  part of all wire  GRT usage  vias up  routed length (microns)
li1                   -          -      672                        -
met1               0.50    0.07321      647                     1782
met2               0.45    0.08636       25                     1612
met3              0.035    0.01070        6                      123
met4              0.011   0.007728        0                       39
met5                  0          0        -                        0
-- path summary, 6_finish.rpt --
path | endpoint
worst max-delay path | led[2]
worst min-delay path | clk_cnt[21]$_DFF_PN0_
worst max register to register | state[0]$_DFFE_PN0N_
worst min register to register | clk_cnt[21]$_DFF_PN0_
max in group asynchronous | clk_cnt[16]$_DFF_PN0_
min in group asynchronous | clk_cnt[25]$_DFF_PN0_
-- metrics by stage --
step,power [mW],std cells,setup slack (ns)
2_1_floorplan,0.2650,184,2.722
3_3_place_gp,0.2736,321,1.765
3_5_place_dp,0.2737,321,1.740
4_1_cts,0.5982,329,1.733
5_1_grt,0.6126,329,1.692
6_report,0.5908,329,1.732
-- cell usage after synthesis, types with 2 or more instances --
master	count	area, sq um
dfrtp_1	30	750.7
nand3_1	15	75.07
nand2_1	12	45.04
inv_1	11	41.29
buf_4	10	75.07
xnor2_1	10	87.58
ha_1	9	112.6
nor2_1	8	30.03
o21ai_0	8	40.04
a21oi_1	7	35.03
nand4_1	6	37.54
xor2_1	5	43.79
and3_1	4	25.02
mux2i_1	4	40.04
or4_1	4	30.03
and4_1	3	26.28
nor3_1	3	15.01
o22ai_1	3	18.77
or3_2	3	22.52
buf_2	2	10.01
clkbuf_1	2	7.510
nand4b_1	2	17.52
nor4b_1	2	17.52
o31ai_1	2	15.01
or2_2	2	12.51
or3_1	2	12.51
-- final cells by class --
class | count | area share
clock inverter | 2 | 0.02737
multi-input combinational | 129 | 0.4025
inverter | 11 | 0.01881
timing repair buffer | 22 | 0.09806
tap | 129 | 0.07355
sequential | 30 | 0.3421
clock buffer | 6 | 0.03763
-- critical path: stages --
cell and delay (ns):
clkdlybuf4s50_1 0.50, inv_1 0.11, clkdlybuf4s50_1 0.48
Power figures rest on the tool's default switching activity, not on a simulated workload.
